[design/flow/design.v]
module rom
(
	input [3:0] addr,
	output reg [7:0] data
);
reg [7:0] mem[15:0];
 initial begin 
	mem[0] = 1;
	mem[1] = 3;
	mem[2] = 5;
	mem[3] = 7;
	mem[4] = 9;
	mem[5] = 11;
	mem[6] = 13;
	mem[7] = 15;
	mem[8] = 17;
	mem[9] = 19;
	mem[10] = 21;
	mem[11] = 23;
	mem[12] = 25;
	mem[13] = 27;
	mem[14] = 29;
	mem[15] = 31;
end
always @ (*) data <= mem[addr];
endmodule
module bcd
(
	input[0:3] dig,
	output reg a,b,c,d,e,f,g
);
always @ (*) 
begin
	case (dig)
		0:	begin
					a <= 0;
					b <= 0;
					c <= 0;
					d <= 0;
					e <= 0;
					f <= 0;
					g <= 1;
					end
		1:	begin
					a <= 1;
					b <= 0;
					c <= 0;
					d <= 1;
					e <= 1;
					f <= 1;
					g <= 1;
					end
		2:	begin
					a <= 0;
					b <= 0;
					c <= 1;
					d <= 0;
					e <= 0;
					f <= 1;
					g <= 0;
					end
		3:	begin
					a <= 0;
					b <= 0;
					c <= 0;
					d <= 0;
					e <= 1;
					f <= 1;
					g <= 0;
					end
		4:	begin
					a <= 1;
					b <= 0;
					c <= 0;
					d <= 1;
					e <= 1;
					f <= 0;
					g <= 0;
					end
		5:	begin
					a <= 0;
					b <= 1;
					c <= 0;
					d <= 0;
					e <= 1;
					f <= 0;
					g <= 0;
					end		
		6:	begin
					a <= 0;
					b <= 1;
					c <= 0;
					d <= 0;
					e <= 0;
					f <= 0;
					g <= 0;
					end
		7:	begin
					a <= 0;
					b <= 0;
					c <= 0;
					d <= 1;
					e <= 1;
					f <= 1;
					g <= 1;
					end
		8:	begin
					a <= 0;
					b <= 0;
					c <= 0;
					d <= 0;
					e <= 0;
					f <= 0;
					g <= 0;
					end
		9:	begin
					a <= 0;
					b <= 0;
					c <= 0;
					d <= 1;
					e <= 1;
					f <= 0;
					g <= 0;
					end
		default: begin
					a <= 1'bx;
					b <= 1'bx;
					c <= 1'bx;
					d <= 1'bx;
					e <= 1'bx;
					f <= 1'bx;
					g <= 1'bx;
					end
	endcase
end
endmodule
module bcd99 (
	input [6:0] in,
	output [6:0] out_d0, out_d1
);
wire [3:0] dig0;
wire [3:0] dig1;
assign dig0 = in%10;
assign dig1 = in/10;
bcd out0(dig0,out_d0[0],out_d0[1],out_d0[2],out_d0[3],out_d0[4],out_d0[5],out_d0[6]);
bcd out1(dig1,out_d1[0],out_d1[1],out_d1[2],out_d1[3],out_d1[4],out_d1[5],out_d1[6]);
endmodule 
module bcd_14bit (
	input [13:0] in,
	output [6:0] out_d0, out_d1, out_d2, out_d3
);
wire [6:0] dig01;
wire [6:0] dig23;
assign dig01 = in%100;
assign dig23 = (in/100)%100;
bcd99 out0(dig01,out_d0, out_d1);
bcd99 out1(dig23,out_d2,out_d3);
endmodule 
module bcd_signed_14bit (
	input signed [14:0] in,
	output [6:0] out_d0, out_d1, out_d2, out_d3, 
	output sign
);
wire [14:0] bcd_in;
assign sign = ~in[14];
assign bcd_in = (in[14])? (-in) : (in);
bcd_14bit bcd( bcd_in[13:0] ,out_d0, out_d1, out_d2, out_d3);
endmodule 
module core_9999(
	input signed [14:0] in,
	input [1:0] op,
	input clk,
	output reg signed[14:0] out
);
wire signed [14:0] saida_ula;
ula_9999 ula(out, in, op, saida_ula);
always @ (posedge clk) out <= saida_ula;
endmodule
module somador_bcd(
	input signed [14:0] in,
	input [1:0] op,
	input clk,
	output [6:0] out_d0, out_d1, out_d2, out_d3,
	output sign
);
wire signed [14:0] saida_core;
core_9999 core(in,op,clk,saida_core);
bcd_signed_14bit bcd(saida_core,out_d0, out_d1, out_d2, out_d3,sign);
endmodule
module ula_9999 (
	input signed [14:0] in1, in2,
	input [1:0] op,  
	output reg signed [14:0] out
);
always @ (*)
begin
	case (op)
		0:	begin
			out <= in1+in2;
		end
		1:	begin
			out <= in1-in2;
		end
		2:	begin
			out <= in1*in2;
		end
		3:	begin
			out <= in1/in2;
		end
	endcase
end
endmodule
module clock_1s(
	input CLK_50,
	output reg CLK_1S
);
reg [25:0] cnt_temp;
always @(posedge CLK_50) begin
	if (cnt_temp < 24999999) begin
		cnt_temp <= cnt_temp+1;
		end
	else begin
		cnt_temp <= 0;
		CLK_1S <= ~CLK_1S;
		end
	end
endmodule
module core_somador_rom(
	input CLK_50,
	output [6:0] out_d0, out_d1, out_d2, out_d3,
	output sign
);
wire clk_1s;
clock_1s clock(CLK_50,clk_1s);
reg [3:0]prog_cnt = 0;
always @(posedge clk_1s) begin
	prog_cnt <= prog_cnt +1;
	end
wire [16:0] rom_data;
rom rom(prog_cnt, rom_data);
somador_bcd somador(
	rom_data[14:0],
	rom_data[16:15],
	clk_1s,
	out_d0, out_d1, out_d2, out_d3,
	sign
);
endmodule
[design/flow/run.sh]
#!/bin/bash
# OpenROAD 26Q1-2900-gdf79404cd8, Yosys 0.63+post, stock flow scripts
make -C /OpenROAD-flow-scripts/flow DESIGN_CONFIG=/design/flow/config.mk WORK_HOME=/design/flow/orfs finish
[design/flow/constraint.sdc]
current_design core_somador_rom

set clk_period 4.3
set clk_io_pct 0.2

create_clock -name clk0 -period $clk_period [get_ports {CLK_50}]

set non_clock_inputs [all_inputs -no_clocks]
set_input_delay [expr $clk_period * $clk_io_pct] -clock clk0 $non_clock_inputs
set_output_delay [expr $clk_period * $clk_io_pct] -clock clk0 [all_outputs]
[design/flow/config.mk]
export PLATFORM = sky130hd
export DESIGN_NAME = core_somador_rom
export DESIGN_NICKNAME = core_somador_rom
export VERILOG_FILES = /design/flow/design.v
export SDC_FILE = /design/flow/constraint.sdc
export NUM_CORES = 4
export LEC_CHECK = 1
export CORE_UTILIZATION = 50
==> impl_report.txt <==
=== SYNTHESIS / PLACE & ROUTE SUMMARY ===
----------------------------------------------------
[STA]
  Worst Skew ........................ roughly 3 ps
  Final sum of negative setup slack ........................ 0 ps
  Number of setup violations in the final report ........................ 0
  Hold violation total from the final report ........................ 0
  Tmin final ........................ roughly 2200 ps
  Number of register pins that no clock reaches ........................ 19
  Maximum operating frequency ........................ approximately 450 MHz
  Setup WS post-layout ........................ 2100 ps
  Final slew viol count ........................ 0
  Worst-margin pin slew ........................ 908 ps
  Share of the clock period used by the worst path after layout ........................ between 50% and 60%
  Number of unconstrained endpoints ........................ about 48
  Worst hold margin ........................ between 400 and 500 ps
  RSZ-0062 raised after global routing ........................ false
  Max_slew headroom ........................ roughly 39%

[Route]
  Number of search-and-repair iterations in the first detailed-routing pass ........................ 7
  Initial drt markers ........................ around 500
  Post-DRT Antenna Nets ........................ 0
  Post-detailed-route via-to-cell ratio ........................ ~5.8
  WL final ........................ 14100 um
  Total antenna diodes in the routed design ........................ 0
  Via count ........................ about 6000
  DRC violation count after routing ........................ 0
  Routed WL per cell ........................ around 14 um

[Pwr]
  Seq pwr share ........................ between 50% and 60%
  Total power after layout ........................ 487 uW
  Switching power total ........................ around 92 uW
  Max IR drop VDD ........................ 0.000289 V
  Combinational fraction of design power ........................ 1.9%
  Leak pwr ........................ ~0.0026 uW
  P per Cell Area ........................ ~73 nW/um2
  Cell internal power dissipation ........................ 395 uW
  Relative contribution of the clock network to total power ........................ between 40 and 50%
  Net switching share of the total power ........................ around a fifth

[Synth]
  Yosys stat cell total ........................ approximately 870
  Proportion of synthesized flip-flops having asynchronous set or reset ........................ 0%
  Number of flip-flops and latches in the synthesized netlist ........................ 46
  Yosys stat chip area ........................ roughly 6400 um2
  Leading register cell type out of synthesis ........................ dfxtp_1
  Average footprint of a synthesized cell ........................ roughly 7.4 um2
  Tally of yosys warning messages ........................ 7
  Synthesized instance count ........................ 868
  Area leader, netlist ........................ dfxtp_1
  Cell types occupying the most area after synthesis ........................ dfxtp_1, ha_1, nand2_1
  Number of unique standard cell types used by synthesis ........................ 104
  Area share, top type ........................ between 10 and 15%
  Number of enable flip-flop cells ........................ 1
  Summed instance area of the synthesized netlist ........................ roughly 6400 um2
  Post-synthesis sequential area ratio ........................ between 10 and 15%

[Worst setup path]
  Cells along the critical path ........................ ha_1 -> and3_1 -> nand3_1 -> nand3_1 -> a31o_2 -> a21oi_1 -> nor2b_1 -> o21ai_0 -> nand2b_1 -> buf_4
  Worst reg-to-reg path cell count ........................ 10
  Data arrival time of the critical path ........................ around 2200 ps
  Worst endpoint required time ........................ 4300 ps
  End of the worst register-to-register path ........................ clock.CLK_1S
  R2r startpoint ........................ clock.cnt_temp[0]
  Delay of the slowest critical-path stage ........................ about 340 ps
  Most common cell type on the critical path ........................ nand3_1
  Largest driver fanout on the critical path ........................ 26
  Type of the setup path with the least slack ........................ flip-flop to flip-flop
  Cell with the biggest individual delay on the critical path ........................ dfxtp_1
  Sort of element at the end of the critical path ........................ flip-flop
  Setup slack on the worst flop-to-flop path ........................ ~2100 ps
  Kind of launch point of the worst setup path ........................ flip-flop

[Placed design]
  Last weighted congestion value of the routability-driven placer ........................ 0.961
  Post-Place Setup Slack ........................ 2130 ps
  Total of buffers placed on input and output ports ........................ 29
  Cell area after placement ........................ around 6600 um2
  Half-perimeter wire length after detailed placement ........................ 11000 um

[Floorplan]
  Die Size ........................ 13300 um2
  Floorplan row count ........................ slightly above 40
  Placeable core area ........................ 12600 um2
  Boundary pin count ........................ 30
  Die H ........................ about 120 um
  Fp util ........................ between 50 and 60%
  Horizontal die dimension ........................ ~120 um

[Global routing]
  Wire length of the first global-routing pass ........................ about 25000 um
  Number of global-route vias before repair ........................ 5245
  Most utilized layer in the global route result ........................ met1
  Routing usage on met3 ........................ under 10%
  Tot GR Track Use ........................ 22.2%
  Met2 Resource Use GR ........................ roughly 34%
  Met1 demand-to-capacity share in global routing ........................ between 30% and 40%
  Global route overflow ........................ 0
  Number of antenna violations at the first check in global routing ........................ 0
  Pin count of the biggest net entering global routing ........................ 27

[Clock network]
  Later-pin clock latency in the skew report ........................ around 260 ps
  Count of instances resized after the clock tree is built ........................ 0
  Clock tree from TritonCTS ........................ yes
  Hold buffer count at cts ........................ 0
  Clock H-tree levels ........................ 1
  Total CTS buffers ........................ 3
  Setup fix buffers added after clock tree synthesis ........................ 0
  Clock-pin slew of the registers on the worst-case setup and hold paths ........................ 60 ps
  CTS Root Buffer Type ........................ clkbuf_16
  Buffer depth of the longest clock path ........................ 2

[Min path]
  Worst Hold Launch ........................ clock.cnt_temp[24]
  Endpoint of the worst hold-timing path ........................ clock.cnt_temp[24]
  Number of cells on the worst hold path ........................ 2
  Classification of the worst-slack hold path ........................ flip-flop to flip-flop

[Job]
  Log Warnings ........................ around 44
  Max capacitance violation total ........................ 0

[Final layout]
  FF+latch area ........................ 931 um2
  Proportion of layout cells with a drive suffix above 1 ........................ slightly below 7%
  Number of fillers in the final layout ........................ around 1200
  Final std cell area, no fill ........................ roughly 6700 um2
  Area Overhead vs Synth ........................ 4.39%
  Multi-input gate area in the final layout ........................ between 4000 and 5000 um2

[Outcome]
  Run status ........................ finished, final reports clean

----------------------------------------------------
==> cell families (layout without fill, tap and decap cells) <==
| logic type | count (synthesis) | count (layout) | synth area share (%) |
|---|---|---|---|
| flip-flops | 46 | 46 | 14.5 |
| adder cells (fa/ha/maj) | 45 | 45 | 8.59 |
| multiplexers | 29 | 29 | 4.70 |
| AND/OR/NAND/NOR | 344 | 344 | 26.5 |
| AND-OR/OR-AND | 229 | 229 | 27.1 |
| buffers and inverters | 99 | 79 | 7.87 |
| XOR/XNOR | 75 | 75 | 10.7 |
| other | 1 | 1 | 0.0583 |
==> cell usage in the layout, fill, tap and decap left out, types with 7 or more instances in the layout <==
| cell | count |
|---|---|
| a31oi_1 | 11 |
| a21oi_1 | 41 |
| xnor2_1 | 37 |
| nand2b_1 | 9 |
| xor2_1 | 35 |
| nand3_1 | 29 |
| inv_1 | 39 |
| mux2i_1 | 22 |
| o31ai_1 | 9 |
| nor2_1 | 91 |
| a21o_1 | 8 |
| dfxtp_1 | 45 |
| and3_1 | 14 |
| clkdlybuf4s50_1 | 29 |
| o31a_1 | 10 |
| nand2_1 | 92 |
| o21ai_1 | 7 |
| a211oi_1 | 11 |
| nand4_1 | 14 |
| o21ai_0 | 44 |
| or3_1 | 8 |
| nor2b_1 | 9 |
| ha_1 | 37 |
| and2_1 | 13 |
| maj3_1 | 7 |
| nor3_1 | 26 |
==> registers in the layout, summed over array words and instances (netlist names) <==
signal,flops
prog_cnt,4
somador.core.out,15
clock.cnt_temp,26
clock.CLK_1S,1
==> final cells by class <==
cell class / instances / share of cell area [%]
flip-flops and latches: 46 / 13.9
multi-input cells: 723 / 74.4
repair buffers: 35 / 4.99
clock buffers: 3 / 1.12
well taps: 172 / 3.20
inverters: 40 / 2.31
clock inverters: 1 / 0.130
==> power by group through the flow <==
| stage | combinational (uW) | sequential [uW] | clock, uW |
|---|---|---|---|
| finish | 9.20 | 269 | 209 |
| CTS | 9.34 | 269 | 216 |
| global route | 10.4 | 270 | 227 |
==> per-stage QoR <==
step,instances,util (%)
3_3_place_gp,1016,52.8
3_5_place_dp,1016,52.8
5_1_grt,1020,53.5
2_1_floorplan,868,-
6_report,1020,53.5
4_1_cts,1020,53.5
==> synth_stat cells (22+ instances only) <==
master and number:
a21oi_1 41, buf_4 31, dfxtp_1 45, ha_1 37
inv_1 39, mux2i_1 22, nand2_1 92, nand3_1 29
nor2_1 91, nor3_1 26, o21ai_0 44, xnor2_1 37
xor2_1 35
==> critical path: cells and delay by family, from the launching register on <==
family	cells	cell delay, ps
compound gates	3	540
flops	1	340
fa+ha+maj	1	230
simple gates	5	630
buf+inv	1	220
==> worst max-delay path by stage <==
stage / from / endpoint / slack [ps] / cells past startpoint
after CTS: clock.cnt_temp[0] / clock.CLK_1S / 2110 / 10
after global routing: clock.cnt_temp[0] / clock.CLK_1S / 1910 / 10
final: clock.cnt_temp[0] / clock.CLK_1S / 2100 / 10
==> layer usage <==
layer | wire (um) | vias to the layer above | share of wire, %
li1 | - | 3101 | -
met1 | 7530 | 2724 | 54
met2 | 5920 | 136 | 42
met3 | 544 | 4 | 3.9
met4 | 63 | 0 | 0.45
met5 | 0 | - | 0
Power and IR drop assume default switching activity.
