## design.v

```verilog
module rom
(
	input [3:0] addr,
	output reg [7:0] data
);
reg [7:0] mem[15:0];
 initial begin 
	mem[0] = 1;
	mem[1] = 3;
	mem[2] = 5;
	mem[3] = 7;
	mem[4] = 9;
	mem[5] = 11;
	mem[6] = 13;
	mem[7] = 15;
	mem[8] = 17;
	mem[9] = 19;
	mem[10] = 21;
	mem[11] = 23;
	mem[12] = 25;
	mem[13] = 27;
	mem[14] = 29;
	mem[15] = 31;
end
always @ (*) data <= mem[addr];
endmodule
module bcd
(
	input[0:3] dig,
	output reg a,b,c,d,e,f,g
);
always @ (*) 
begin
	case (dig)
		0:	begin
					a <= 0;
					b <= 0;
					c <= 0;
					d <= 0;
					e <= 0;
					f <= 0;
					g <= 1;
					end
		1:	begin
					a <= 1;
					b <= 0;
					c <= 0;
					d <= 1;
					e <= 1;
					f <= 1;
					g <= 1;
					end
		2:	begin
					a <= 0;
					b <= 0;
					c <= 1;
					d <= 0;
					e <= 0;
					f <= 1;
					g <= 0;
					end
		3:	begin
					a <= 0;
					b <= 0;
					c <= 0;
					d <= 0;
					e <= 1;
					f <= 1;
					g <= 0;
					end
		4:	begin
					a <= 1;
					b <= 0;
					c <= 0;
					d <= 1;
					e <= 1;
					f <= 0;
					g <= 0;
					end
		5:	begin
					a <= 0;
					b <= 1;
					c <= 0;
					d <= 0;
					e <= 1;
					f <= 0;
					g <= 0;
					end		
		6:	begin
					a <= 0;
					b <= 1;
					c <= 0;
					d <= 0;
					e <= 0;
					f <= 0;
					g <= 0;
					end
		7:	begin
					a <= 0;
					b <= 0;
					c <= 0;
					d <= 1;
					e <= 1;
					f <= 1;
					g <= 1;
					end
		8:	begin
					a <= 0;
					b <= 0;
					c <= 0;
					d <= 0;
					e <= 0;
					f <= 0;
					g <= 0;
					end
		9:	begin
					a <= 0;
					b <= 0;
					c <= 0;
					d <= 1;
					e <= 1;
					f <= 0;
					g <= 0;
					end
		default: begin
					a <= 1'bx;
					b <= 1'bx;
					c <= 1'bx;
					d <= 1'bx;
					e <= 1'bx;
					f <= 1'bx;
					g <= 1'bx;
					end
	endcase
end
endmodule
module bcd99 (
	input [6:0] in,
	output [6:0] out_d0, out_d1
);
wire [3:0] dig0;
wire [3:0] dig1;
assign dig0 = in%10;
assign dig1 = in/10;
bcd out0(dig0,out_d0[0],out_d0[1],out_d0[2],out_d0[3],out_d0[4],out_d0[5],out_d0[6]);
bcd out1(dig1,out_d1[0],out_d1[1],out_d1[2],out_d1[3],out_d1[4],out_d1[5],out_d1[6]);
endmodule 
module bcd_14bit (
	input [13:0] in,
	output [6:0] out_d0, out_d1, out_d2, out_d3
);
wire [6:0] dig01;
wire [6:0] dig23;
assign dig01 = in%100;
assign dig23 = (in/100)%100;
bcd99 out0(dig01,out_d0, out_d1);
bcd99 out1(dig23,out_d2,out_d3);
endmodule 
module bcd_signed_14bit (
	input signed [14:0] in,
	output [6:0] out_d0, out_d1, out_d2, out_d3, 
	output sign
);
wire [14:0] bcd_in;
assign sign = ~in[14];
assign bcd_in = (in[14])? (-in) : (in);
bcd_14bit bcd( bcd_in[13:0] ,out_d0, out_d1, out_d2, out_d3);
endmodule 
module ula_9999 (
	input signed [14:0] in1, in2,
	input [1:0] op,  
	output reg signed [14:0] out
);
always @ (*)
begin
	case (op)
		0:	begin
			out <= in1+in2;
		end
		1:	begin
			out <= in1-in2;
		end
		2:	begin
			out <= in1*in2;
		end
		3:	begin
			out <= in1/in2;
		end
	endcase
end
endmodule
module clock_1s(
	input CLK_50,
	output reg CLK_1S
);
reg [25:0] cnt_temp;
always @(posedge CLK_50) begin
	if (cnt_temp < 24999999) begin
		cnt_temp <= cnt_temp+1;
		end
	else begin
		cnt_temp <= 0;
		CLK_1S <= ~CLK_1S;
		end
	end
endmodule
module core_9999_v2(
	input signed [14:0] in_rom,
	input signed [14:0] in_chave,
	input mux,
	input [1:0] op,
	input clk,
	output reg signed[14:0] out
);
wire signed [14:0] saida_ula;
wire signed [14:0] ula_in;
assign ula_in = mux ? in_chave : in_rom;
ula_9999 ula(out, ula_in, op, saida_ula);
always @ (posedge clk) out <= saida_ula;
endmodule
module processador_v2(
	input CLK_50,
	input signed [14:0] in_chave,
	output [6:0] out_d0, out_d1, out_d2, out_d3,
	output sign
);
wire clk_1s;
clock_1s clock(CLK_50,clk_1s);
wire [3:0]prog_cnt;
program_counter pc(clk_1s, prog_cnt);
wire [17:0] rom_data;
rom rom(prog_cnt, rom_data);
wire signed [14:0] saida_core;
core_9999_v2 core(
	rom_data[14:0],
	in_chave,
	rom_data[17],
	rom_data[16:15],
	clk_1s,
	saida_core
	);
bcd_signed_14bit bcd(saida_core,out_d0, out_d1, out_d2, out_d3,sign);
endmodule
module program_counter(
	input clk,
	output reg [3:0]pc = 0
);
always @(posedge clk) begin
	pc <= pc +1;
	end
endmodule
```

## run.sh

```bash
#!/bin/bash
# OpenROAD 26Q1-2900-gdf79404cd8, Yosys 0.63+post, stock flow scripts
make -C /OpenROAD-flow-scripts/flow DESIGN_CONFIG=/design/flow/config.mk WORK_HOME=/design/flow/orfs finish
```

## config.mk

```make
export PLATFORM = sky130hd
export DESIGN_NAME = processador_v2
export DESIGN_NICKNAME = processador_v2
export VERILOG_FILES = /design/flow/design.v
export SDC_FILE = /design/flow/constraint.sdc
export NUM_CORES = 4
export LEC_CHECK = 1
export CORE_UTILIZATION = 50
```

## constraint.sdc

```tcl
current_design processador_v2

set clk_period 6.1
set clk_io_pct 0.2

create_clock -name clk0 -period $clk_period [get_ports {CLK_50}]

set non_clock_inputs [all_inputs -no_clocks]
set_input_delay [expr $clk_period * $clk_io_pct] -clock clk0 $non_clock_inputs
set_output_delay [expr $clk_period * $clk_io_pct] -clock clk0 [all_outputs]
```

==> impl_metrics.py <==
# Generated from Yosys and OpenROAD reports
metrics = {
    "sta": {
        "holdWs_ps": 460,
        "fin_skew_ps": 6.86,
        "unclocked_pins": 19,
        "min_period_ps": 2500,
        "untimed_endpoints": 48,
        "max_freq_mhz": 400,
        "finalCritPeriodShare_pct": 40.9,
        "rsz0062_at_grt": "no",
        "drv_slew": 0,
        "max_slew_margin_pct": 39.4,
        "worst_slew_pin_slew_ps": 902,
        "tns_ps": 0,
        "finalHoldViolCount": 0,
        "setup_viol": 0,
    },
    "placement": {
        "post-place-cells": 1018,
        "io_buffers": 29,
        "place.gp.congestion": 0.906,
        "dp_hpwl_um": 11200,
    },
    "route": {
        "vias": 6086,
        "drtAntennaViolNets": 0,
        "via_per_inst": 5.95,
        "dr.pass1.iters": 5,
        "routed_wl_um": 14500,
        "drc": 0,
        "diodes": 0,
        "first_iter_violations": 413,
        "wl_per_cell_um": 14.2,
    },
    "setup_path": {
        "cp.depth": 8,
        "endpoint_kind": "register",
        "r2r_cells": 8,
        "crit_path_max_incr_delay_ps": 690,
        "cpMostUsedCell": "o21bai_1",
        "cp_cell_sequence": "ha_1 -> nand2_1 -> nor2_1 -> nor3_1 -> o21bai_1 -> a21oi_1 -> o21bai_1 -> a21o_1",
        "worst-setup-path-type": "reg2reg",
        "crit_arrival_ps": 2380,
        "r2r_start": "clock.cnt_temp[0]$_SDFF_PP0_",
        "crit_family": "AND-OR/OR-AND gates",
        "start_kind": "register",
        "cp_max_fo": 26,
        "worst-endpoint-required_ps": 5980,
        "crit_path_end": "clock.CLK_1S$_DFFE_PP_",
        "crit_start": "clock.cnt_temp[0]$_SDFF_PP0_",
        "crit_buf_inv": 0,
        "r2r-end": "clock.CLK_1S$_DFFE_PP_",
        "cpMaxStageDelayCell": "a21o_1",
        "regToRegSetupSlack_ps": 3600,
    },
    "pwr": {
        "ir_worst_vdd_uv": 207,
        "power.total_uw": 344,
        "p_per_area_mw_per_mm2": 49.1,
        "leakage_uw": 0.00261,
    },
    "synth": {
        "synthArstFlopShare_pct": 0,
        "ys_seq_elements": 46,
        "netlist_instances": 871,
        "synth_area_mm2": 0.00680,
        "yosys.stat.seqShare_pct": 13.7,
        "yosysChipArea_mm2": 0.00680,
        "edf_count": 1,
        "synth.distinct_cells": 117,
        "flop_cell": "dfxtp_1",
        "synth.avg_cell_area_um2": 7.81,
        "yosysWarnings": 7,
        "ys_cells": 871,
    },
    "finish": {
        "num-fill-cells": 1212,
        "final_util_pct": 52.9,
        "final_cell_mix": "nor2_1, nand2_1, dfxtp_1",
        "fin_cells": 1022,
        "syn2layout_area_growth_pct": 2.98,
        "drive_above_1_share_pct": 11.2,
        "lay_top_count": "nor2_1",
    },
    "clocking": {
        "root_buffer": "clkbuf_16",
        "cts-htree-levels": 1,
        "cts_hold_buffers": 0,
        "cts_resized": 0,
        "cts_made_buffers": 3,
        "insertion_delay_ps": 260,
        "cts_tree": "built",
        "cts_setup_buffers": 0,
        "path_clk_slew_ps": 70,
        "clock_path_buffers": 2,
    },
    "global_route": {
        "grt_pass1_wl_um": 24700,
        "grt-ovfl-total": 0,
        "grt_usage_pct": 20.6,
        "grt_max_degree": 27,
        "antenna_found_initial": 0,
        "grt_pass1_vias": 5324,
    },
    "floorplan": {
        "die_x_um": 119,
        "io_pins": 45,
        "die_h_um": 119,
        "fp-utilization_pct": 51.3,
        "die_area_mm2": 0.0141,
        "core_mm2": 0.0132,
        "rows": 42,
    },
    "hold_path": {
        "hold_path.class": "reg2reg",
    },
    "run": {
        "warnings": 57,
        "cap_violations": 0,
    },
    "outcome": {
        "status": "completed",
    },
}
## where the power goes
group / switching, uW / internal [uW] / total (uW) / leakage, uW
Clock: 58.7 / 89.3 / 148 / 0.0000414
Sequential: 3.23 / 186 / 189 / 0.000377
Combinational: 4.30 / 1.87 / 6.18 / 0.00219
Total: 66.2 / 277 / 344 / 0.00261
## stage by stage
step / area (um^2) / setup WS, ps
6_report: 7000 / 3600
5_1_grt: 7000 / 3410
4_1_cts: 7000 / 3630
3_5_place_dp: 6920 / 3690
3_3_place_gp: 6920 / 3720
2_1_floorplan: 6800 / 3970
## per-layer routing
metal / routed length, um / share of wire [%] / global-route usage [%] / up-vias
met5: 0 / 0 / 0 / -
met4: 65 / 0.45 / 1.27 / 0
met3: 485 / 3.3 / 1.18 / 8
met2: 6490 / 45 / 31.8 / 119
met1: 7460 / 51 / 33.1 / 2816
li1: - / - / - / 3143
## how the worst min path moves through the flow
stage / start / end / slack, ps / cells after the start
finish: clock.cnt_temp[0]$_SDFF_PP0_ / clock.cnt_temp[0]$_SDFF_PP0_ / 460 / 1
global route: clock.cnt_temp[0]$_SDFF_PP0_ / clock.cnt_temp[0]$_SDFF_PP0_ / 490 / 1
CTS: clock.cnt_temp[0]$_SDFF_PP0_ / clock.cnt_temp[0]$_SDFF_PP0_ / 470 / 1
## cells in the mapped netlist (5+ instances only)
cell	instances	area share [%]
nor2_1	94	5.2
nand2_1	65	3.6
dfxtp_1	45	13
xnor2_1	43	5.5
nand3_1	39	2.9
a21oi_1	38	2.8
ha_1	36	6.6
buf_4	33	3.6
inv_1	33	1.8
xor2_1	32	4.1
nor3_1	27	2.0
o21ai_0	25	1.8
mux2i_1	22	3.2
and3_1	17	1.6
clkbuf_1	15	0.83
nand4_1	11	1.0
a211oi_1	10	1.1
a31oi_1	10	0.92
and2_1	10	0.92
nand2b_1	10	0.92
o21ai_1	10	0.74
buf_2	8	0.59
buf_6	8	1.3
or3_1	8	0.74
nor2b_1	7	0.64
o21a_1	7	0.77
o31ai_1	7	0.77
o211ai_1	6	0.66
o22ai_1	6	0.55
or2_2	6	0.55
a211oi_2	5	0.92
a21boi_0	5	0.55
a21o_1	5	0.55
a32oi_1	5	0.64
nor3b_1	5	0.55
o41ai_2	5	1.2
or2_1	5	0.46
or3_4	5	0.83
## registers in the layout, indices dropped and copies added, names as in the netlist
signal          count
clock.CLK_1S        1
clock.cnt_temp     26
core.out           15
pc.pc               4
## cells by family after synthesis
| group | count (synthesis) | share of synthesized area (%) |
|---|---|---|
| simple gates | 336 | 25.5 |
| compound gates | 236 | 29.1 |
| buf+inv | 102 | 8.56 |
| xor+xnor | 82 | 11.4 |
| flops | 46 | 13.7 |
| fa+ha+maj | 41 | 7.55 |
| mux | 27 | 4.12 |
| other cells | 1 | 0.0552 |
## area by class of cell
cell class	count	area (um^2)	share of cell area, %
multi-input cells	723	5290	75.5
clock inverters	1	6.26	0.0893
repair buffers	35	335	4.79
well taps	176	220	3.15
inverters	38	148	2.11
flip-flops and latches	46	931	13.3
clock buffers	3	75.1	1.07
## worst reg2reg max path, stage by stage (launching register included)
cell and delay (ps):
dfxtp_1 370, ha_1 240, nand2_1 70, nor2_1 250
nor3_1 110, o21bai_1 160, a21oi_1 90, o21bai_1 150
a21o_1 690
Power is estimated from default activity; no workload was simulated.
